--- flow/run.sh ---
#!/bin/bash
# OpenROAD 26Q1-2900-gdf79404cd8, Yosys 0.63+post, stock flow scripts
make -C /OpenROAD-flow-scripts/flow DESIGN_CONFIG=/design/flow/config.mk WORK_HOME=/design/flow/orfs finish
--- flow/config.mk ---
export PLATFORM = sky130hd
export DESIGN_NAME = DS18B20
export DESIGN_NICKNAME = DS18B20
export VERILOG_FILES = /design/flow/design.v
export SDC_FILE = /design/flow/constraint.sdc
export NUM_CORES = 4
export LEC_CHECK = 1
export CORE_UTILIZATION = 30
--- flow/constraint.sdc ---
current_design DS18B20

set clk_period 2.5
set clk_io_pct 0.2

create_clock -name clk0 -period $clk_period [get_ports {i_clk}]

set non_clock_inputs [all_inputs -no_clocks]
set_input_delay [expr $clk_period * $clk_io_pct] -clock clk0 $non_clock_inputs
set_output_delay [expr $clk_period * $clk_io_pct] -clock clk0 [all_outputs]
--- flow/design.v ---
module DS18B20
(
	inout					io_data,
	input 				i_clk,
	input 				i_btn,
	output				o_convertion_done,
	output	[15:0]	o_9byte,
	output				o_led,
	output				buzzer
);
	parameter SKIP_ROM = 8'hCC;
	parameter CONVERT_T = 8'h44;
	parameter READ_T = 8'hBE;
	parameter COMMAND_IDLE_STATE 		= 4'b0001;
	parameter COMMAND_RESET_PULSE 	= 4'b0010;
	parameter COMMAND_CHECK_RESPOND 	= 4'b0011;
	parameter COMMAND_SEND_COMMAND 	= 4'b0100;
	parameter COMMAND_WAIT_750MS 		= 4'b0101;
	parameter COMMAND_READ_BYTES 		= 4'b0110;
	reg					i_rst = 0;
	reg					r_convertion_done;
	reg		[3:0]		r_command_state;
	reg		[6:0]		r_timer_1us;
	reg		[20:0]	r_counter_of_1us;
	reg					r_io_data 			= 1'bz;
	reg					r_sensor_detected = 1'b1;
	reg		[7:0]		r_sended_command;
	reg					r_750ms_done;
	reg		[72:0]	r_ram_9byte = 0;
	assign				o_convertion_done = r_convertion_done;
	assign				io_data 				= r_io_data;
	wire					w_1us_done 			= (r_timer_1us == 50 ? 1'b1 : 1'b0);
	wire					w_750ms_done		= (r_counter_of_1us == 750000 ? 1'b1: 1'b0);
	reg		[6:0] 	r_iter = 0;
	reg					r_clk_enable;
	assign 				o_9byte 				= r_ram_9byte[15:0];
	assign				o_led					= r_io_data;
	assign 				buzzer				= r_sensor_detected;
	always @(posedge i_clk or posedge i_rst or posedge r_clk_enable) begin
		if(i_rst)
			r_timer_1us <= 0;
		else if(r_clk_enable)
			r_timer_1us <= 0;
		else if(r_timer_1us == 50)
			r_timer_1us <= 0;
		else
			r_timer_1us <= r_timer_1us + 1'b1;
	end
	always @(posedge w_1us_done or posedge i_rst or posedge r_clk_enable) begin
		if(i_rst)
			r_counter_of_1us <= 0;
		else if(r_clk_enable)
			r_counter_of_1us <= 0;
		else
			r_counter_of_1us <= r_counter_of_1us + 1'b1;
	end
	reg start = 1'b0;
	always @(posedge i_clk or posedge w_button_state) begin
		if(w_button_state)
			start <= 1'b1;
		else
			start <= 1'b0;
	end
	always @(posedge i_clk or posedge i_rst) begin
		if(i_rst) begin
			r_convertion_done <= 0;
			r_sensor_detected <= 1;
			r_sended_command 	<= 0;
			r_750ms_done		<= 0;
			r_clk_enable		<= 0;
			r_ram_9byte			<= 0;
			r_io_data 			<= 1'bz;
			r_iter 				<= 0;
			r_command_state 	<= COMMAND_IDLE_STATE;	
		end
		else begin
			case (r_command_state) 
				COMMAND_IDLE_STATE: begin
					r_convertion_done <= 0;
					r_clk_enable		<= 1'b1;
					r_sensor_detected <= 1;
					r_sended_command 	<= 0;
					r_750ms_done		<= 0;
					r_io_data 			<= 1'bz;
					r_command_state 	<= COMMAND_RESET_PULSE;
				end
				COMMAND_RESET_PULSE: begin
					if(r_counter_of_1us == 0) begin
						r_clk_enable		<= 1'b0;
						r_io_data 			<= 1'b0;
					end	
					else if(r_counter_of_1us == 480) begin
						r_command_state 	<= COMMAND_CHECK_RESPOND;
						r_clk_enable		<= 1'b1;
						r_io_data 			<= 1'bz;
					end
				end
				COMMAND_CHECK_RESPOND: begin
					if(r_counter_of_1us == 0) begin
						r_clk_enable		<= 1'b0;
						r_io_data 			<= 1'bz;
					end	
					if(r_counter_of_1us == 100) begin
						if(io_data == 1) begin
							r_sensor_detected <= 1'b1;
							r_command_state 	<= COMMAND_IDLE_STATE;
						end
						else begin
							r_sensor_detected <= 1'b0;
						end
					end
						else if(r_counter_of_1us >= 480) begin
							r_command_state 	<= COMMAND_SEND_COMMAND;
							r_sended_command 	<= SKIP_ROM;
							r_clk_enable		<= 1'b1;
						end
				end
				COMMAND_SEND_COMMAND: begin
					if(r_counter_of_1us == 0) begin
						r_clk_enable		<= 1'b0;
						r_io_data 			<= 1'b0;
					end
					else if (r_counter_of_1us == 2) begin
						if(r_sended_command & (1 << r_iter))
							r_io_data 			<= 1'b1;
						else 
							r_io_data 			<= 1'b0;
					end
					else if(r_counter_of_1us == 60) begin
						r_io_data 			<= 1'bz;
					end
					else if(r_counter_of_1us == 62) begin
						r_clk_enable		<= 1'b1;
						r_iter 				<= r_iter + 1'b1;
					end
					if(r_iter == 8) begin
						r_iter 					<= 0;
						r_io_data 				<= 1'bz;
						r_clk_enable			<= 1'b1;
						if((r_sended_command == SKIP_ROM) && (r_750ms_done == 0)) begin
							r_sended_command 	<= CONVERT_T; 
						end
						else if(r_sended_command == CONVERT_T) begin
							r_command_state	<= COMMAND_WAIT_750MS;
						end
						else if((r_sended_command == SKIP_ROM) && (r_750ms_done == 1)) begin
							r_sended_command 	<= READ_T; 
						end
						else if(r_sended_command == READ_T) begin
							r_command_state	<= COMMAND_READ_BYTES;
						end
					end
				end
				COMMAND_WAIT_750MS: begin
					r_io_data 				<= 1'bz;
					if(r_counter_of_1us == 0)
						r_clk_enable		<= 1'b0;
					else if(w_750ms_done) begin
						r_750ms_done		<= 1'b1;
						r_clk_enable		<= 1'b1;
						r_command_state 	<= COMMAND_RESET_PULSE;
					end
				end
				COMMAND_READ_BYTES: begin
					if(r_counter_of_1us <= 1) begin
						r_clk_enable			<= 1'b0;
						r_io_data 				<= 1'b0;
					end
					else if(r_counter_of_1us == 2)
						r_io_data 				<= 1'bz;
					else if (r_counter_of_1us == 15) begin
						r_ram_9byte[r_iter] 	<= io_data;
					end
					else if(r_counter_of_1us == 60) begin
						r_io_data 			<= 1'bz;
					end
					else if(r_counter_of_1us == 62) begin
						r_clk_enable		<= 1'b1;
						r_iter 				<= r_iter + 1'b1;
					end
					if(r_iter == 72) begin
						r_iter					<= 0;
						r_io_data 				<= 1'bz;
						r_clk_enable			<= 1'b1;
						r_750ms_done			<=	1'b0;
						r_command_state 		<= COMMAND_IDLE_STATE;
						r_convertion_done 	<= 1'b1;
					end
				end
				default: begin
					r_convertion_done <= 0;
					r_clk_enable		<= 1'b1;
					r_sensor_detected <= 1;
					r_sended_command 	<= 0;
					r_750ms_done		<= 0;
					r_ram_9byte			<= 0;
					r_iter 				<= 0;
					r_io_data 			<= 1'bz;	
					r_command_state 	<= COMMAND_IDLE_STATE;	
				end
			endcase
		end
	end
	debouncer my_debouncer(
		.clk(i_clk), 
		.button(~i_btn), 
		.button_state(w_button_state)
	);
endmodule
module debouncer(
	input clk, 
	input button, 
	output reg button_state
);
	reg [5:0] counter;
	wire change_state = button ^ button_state;	
	wire max_cnt = &counter;
	initial begin
		counter <= 0;
		button_state <= 0;
	end
	always @(posedge clk)
	begin
		if(change_state) begin
			counter <= counter + 1'b1;
			if(max_cnt)  begin
				counter <= 0;
				button_state <= ~button_state;
			end
		end		
		else
			counter <= 0;
	end
endmodule
==> run summary <==
Notes from the flow run.

Outcome:
- The run stopped with a tool error.
- The run gives the stage where the flow stopped as clock tree synthesis.
- The first error in the log reads "[error] [KeplerFormal.cpp:679] Workflow failed: Iso has multiple drivers: .io_data0, io_data$_SDFFCE_PP0P_.Q0".

Synth:
- The run gives the share of the synthesized area in the top cell type as 0.2781.
- The run puts the synthesized area at roughly 0.0038 mm².
- The Yosys step of the flow raised 15 warnings.
- The run gives the count of library flops with an enable pin as 35.
- By area the synthesized netlist is led by sky130_fd_sc_hd__edfxtp_1 (28%), sky130_fd_sc_hd__dfrtn_1 (14%), sky130_fd_sc_hd__xnor2_1 (5.1%), sky130_fd_sc_hd__nand2_1 (5.0%), sky130_fd_sc_hd__dfrtp_1 (4.6%).
- By instance count, the leading cell after synthesis is sky130_fd_sc_hd__nand2_1.
- Sorting the synthesized cells by how often they occur yields sky130_fd_sc_hd__nand2_1 (50), sky130_fd_sc_hd__nor2_1 (41), sky130_fd_sc_hd__edfxtp_1 (35), sky130_fd_sc_hd__nor3_1 (23), sky130_fd_sc_hd__xnor2_1 (22).
- The run gives the area reported by Yosys stat as around 0.0038 mm².
- The run gives the number of standard cells reported by yosys as about 400.
- The run gives the cell type contributing the most total cell area after synthesis as sky130_fd_sc_hd__edfxtp_1.
- The run gives the proportion of register bits with asynchronous set or reset after synthesis as 0.4444.
- Counting distinct cell types in the post-synthesis netlist gives roughly 53.
- The synthesis report names the predominant flop master as sky130_fd_sc_hd__edfxtp_1.
- The synthesis stat section lists a flop and latch total of 63.
- The run puts the mean instance size in the synthesized netlist at ~9.4 µm².
- The run puts the number of instances in the synthesized netlist at 402.
- The share of the Yosys chip area taken by registers is 0.4634.

Clocking:
- The run gives the maximum level of the CTS H-tree as 2.
- The run puts the post-cts resize count at 0.
- The run gives the number of buffers created by CTS as 5.
- The run gives the maximum number of buffers from clock root to sink as 2.
- The run gives the number of setup buffers added after CTS as 0.
- The run gives the cell at the root of the clock tree as sky130_fd_sc_hd__clkbuf_16.
- For this design, the CTS-stage hold fixing added 0 buffers.

Die:
- The run puts the share of the core filled by cells before placement at 0.3108.
- The run gives the total I/O pin count as 22.
- The report lists the number of standard-cell rows as 40.
- The run puts the die boundary width at roughly 110 µm.
- The run puts the height of the die at 114.2 µm.

Placement:
- The run puts the count of placed standard cells including taps at about 590.
- The run puts the placer's final routability congestion estimate at roughly 0.86.
- The run gives the half-perimeter wire length of the detailed placement result as about 5800 µm.
- The run gives the number of buffers inserted by port buffering as 19.

Timing:
- 21 endpoints have no timing constraint.
- The run gives the count of unclocked register or latch pins as 21.
==> through the flow <==
stage          instance area (µm²)    util  hold slack (ps)   power, W  worst slack (ps)
3_5_place_dp                  4240  0.3487            412.5  0.0007634             162.4
2_1_floorplan                 3780       -            433.2  0.0007634             21.98
3_3_place_gp                  4240  0.3487            394.4  0.0007634             111.1
==> logic make-up after synthesis <==
family	count (synthesis)	share of synthesized area
AOI/OAI and AO/OA	54	0.09567
xor gates and xnor gates	29	0.06720
adders and majority gates	8	0.02648
buffers and inverters	32	0.03277
DFF	63	0.4634
muxes	15	0.04005
and+or+nand+nor	201	0.2744
Power figures rest on the tool's default switching activity, not on a simulated workload.
