File: design.v
module ds18b20_dri(
    input              clk        ,          
    input              rst_n      ,          
    inout              dq         ,          
    output reg [15:0]  temp_data  ,          
    output reg         sign                  
);
localparam  ROM_SKIP_CMD = 8'hcc;            
localparam  CONVERT_CMD  = 8'h44;            
localparam  READ_TEMP    = 8'hbe;            
localparam  init         = 3'd1 ;            
localparam  rom_skip     = 3'd2 ;            
localparam  wr_byte      = 3'd3 ;            
localparam  temp_convert = 3'd4 ;            
localparam  delay        = 3'd5 ;            
localparam  rd_temp      = 3'd6 ;            
localparam  rd_byte      = 3'd7 ;            
reg     [ 4:0]         cnt         ;         
reg                    clk_1us     ;         
reg     [19:0]         cnt_1us     ;         
reg     [ 2:0]         cur_state   ;         
reg     [ 2:0]         next_state  ;         
reg     [ 3:0]         flow_cnt    ;         
reg     [ 3:0]         wr_cnt      ;         
reg     [ 4:0]         rd_cnt      ;         
reg     [ 7:0]         wr_data     ;         
reg     [ 4:0]         bit_width   ;         
reg     [15:0]         rd_data     ;         
reg     [15:0]         org_data    ;         
reg     [10:0]         data1       ;         
reg     [ 3:0]         cmd_cnt     ;         
reg                    init_done   ;         
reg                    st_done     ;         
reg                    cnt_1us_en  ;         
reg                    dq_out      ;         
wire    [19:0]         data2       ;         
assign dq = dq_out;
always @ (posedge clk or negedge rst_n) begin
    if (!rst_n) begin
        cnt     <= 5'b0;
        clk_1us <= 1'b0;
    end
    else if(cnt < 5'd50) begin
        cnt     <= cnt + 1'b1;
        clk_1us <= clk_1us;
    end
    else begin
        cnt     <= 5'b0;
        clk_1us <= ~clk_1us;
    end
end
always @ (posedge clk_1us or negedge rst_n) begin
    if (!rst_n)
        cnt_1us <= 20'b0;
    else if (cnt_1us_en)
        cnt_1us <= cnt_1us + 1'b1;
    else
        cnt_1us <= 20'b0;
end
always @ (posedge clk_1us or negedge rst_n) begin
    if(!rst_n)
        cur_state <= init;
    else 
        cur_state <= next_state;
end
always @( * ) begin
    case(cur_state)
        init: begin                              
            if (init_done)
                next_state = rom_skip;
            else
                next_state = init;
        end
        rom_skip: begin                          
            if(st_done)
                next_state = wr_byte;
            else
                next_state = rom_skip;
        end
        wr_byte: begin                           
            if(st_done)
                case(cmd_cnt)                    
                    4'b1: next_state = temp_convert;
                    4'd2: next_state = delay;
                    4'd3: next_state = rd_temp;
                    4'd4: next_state = rd_byte;
                    default: 
					      next_state = temp_convert;
                endcase
            else
                next_state = wr_byte;
        end
        temp_convert: begin                      
            if(st_done)
                next_state = wr_byte;
            else
                next_state = temp_convert;
        end
        delay: begin                             
            if(st_done)
                next_state = init;
            else
                next_state = delay;
        end
        rd_temp: begin                           
            if(st_done)
                next_state = wr_byte;
            else
                next_state = rd_temp;
        end
        rd_byte: begin                           
            if(st_done)
                next_state = init;
            else
                next_state = rd_byte;
        end
        default: next_state = init;
    endcase
end
always @ (posedge clk_1us or negedge rst_n) begin
    if(!rst_n) begin
        flow_cnt     <=  4'b0;
        init_done    <=  1'b0;
        cnt_1us_en   <=  1'b1;
        dq_out       <=  1'bZ;
        st_done      <=  1'b0;
        rd_data      <= 16'b0;
        rd_cnt       <=  5'd0;
        wr_cnt       <=  4'd0;
        cmd_cnt      <=  3'd0;
    end
    else begin
        st_done <= 1'b0;
        case (next_state)
            init:begin                               
                init_done <= 1'b0;
                case(flow_cnt)
                    4'd0:
						flow_cnt <= flow_cnt + 1'b1;
						4'd1: begin					 
                        cnt_1us_en <= 1'b1;         
                        if(cnt_1us < 20'd500)
                            dq_out <= 1'b0;         
                        else begin
                            cnt_1us_en <= 1'b0;
                            dq_out <= 1'bz;
                            flow_cnt <= flow_cnt + 1'b1;
                        end
                    end
                    4'd2:begin						 
                        cnt_1us_en <= 1'b1;
                        if(cnt_1us < 20'd30)
                            dq_out <= 1'bz;
                        else
                            flow_cnt <= flow_cnt + 1'b1;
                    end
                    4'd3: begin						 
                        if(!dq)
                            flow_cnt <= flow_cnt + 1'b1;
                        else
                            flow_cnt <= flow_cnt;
                    end
                    4'd4: begin						 
                        if(cnt_1us == 20'd500) begin
                            cnt_1us_en <= 1'b0;
                            init_done  <= 1'b1;		 
                            flow_cnt   <= 4'd0;
                        end
                        else
                            flow_cnt <= flow_cnt;
                    end
                    default: flow_cnt <= 4'd0;
                endcase
            end
            rom_skip: begin                          
                wr_data  <= ROM_SKIP_CMD;
                flow_cnt <= 4'd0;
                st_done  <= 1'b1;
            end
            wr_byte: begin                           
                if(wr_cnt <= 4'd7) begin
                    case (flow_cnt)
                        4'd0: begin
                            dq_out <= 1'b0;			 
                            cnt_1us_en <= 1'b1;		 
                            flow_cnt <= flow_cnt + 1'b1;
                        end
                        4'd1: begin					 
                            flow_cnt <= flow_cnt + 1'b1;
                        end
                        4'd2: begin
                            if(cnt_1us < 20'd60)	 
                                dq_out <= wr_data[wr_cnt];
                            else if(cnt_1us < 20'd63) 	
                                dq_out <= 1'bz;		 
                            else
                                flow_cnt <= flow_cnt + 1'b1;
                        end
                        4'd3: begin					 
                            flow_cnt <= 0;
                            cnt_1us_en <= 1'b0;
                            wr_cnt <= wr_cnt + 1'b1; 
                        end
                        default : flow_cnt <= 0;
                    endcase
                end
                else begin							 
                    st_done <= 1'b1;
                    wr_cnt <= 4'b0;
                    cmd_cnt <= (cmd_cnt == 3'd4) ?   
					           3'd1 : (cmd_cnt+ 1'b1);
                end
            end
            temp_convert: begin                      
                wr_data <= CONVERT_CMD;
                st_done <= 1'b1;
            end
            delay: begin                             
                cnt_1us_en <= 1'b1;
                if(cnt_1us == 20'd500000) begin
                    st_done <= 1'b1;
                    cnt_1us_en <= 1'b0;
                end 
            end 
            rd_temp: begin                           
                wr_data <= READ_TEMP;
                bit_width <= 5'd16;					 
                st_done <= 1'b1;
            end
            rd_byte: begin                           
                if(rd_cnt < bit_width) begin
                    case(flow_cnt)
                        4'd0: begin
                            cnt_1us_en <= 1'b1;
                            dq_out <= 1'b0;			 
                            flow_cnt <= flow_cnt + 1'b1;
                        end
                        4'd1: begin
                            dq_out <= 1'bz;			 
                            if(cnt_1us == 20'd14) begin
                                rd_data <= {dq,rd_data[15:1]};
                                flow_cnt <= flow_cnt + 1'b1 ;
                            end
                        end
                        4'd2: begin
                            if (cnt_1us <= 20'd64)	 
                                dq_out <= 1'bz;
                            else begin
                                flow_cnt <= 4'd0;	
                                rd_cnt <= rd_cnt + 1'b1; 
                                cnt_1us_en <= 1'b0;
                            end
                        end
                        default : flow_cnt <= 4'd0;
                    endcase
                end
                else begin
                    st_done <= 1'b1;
                    org_data  <= rd_data;
                    rd_cnt <= 5'b0;
                end
            end
            default: ;
        endcase
    end 
end
always @(posedge clk_1us or negedge rst_n) begin
    if(!rst_n) begin
        sign  <=  1'b0;
        data1 <= 11'b0;
    end
    else if(org_data[15] == 1'b0) begin
        sign  <= 1'b0;
        data1 <= org_data[10:0];
    end
    else if(org_data[15] == 1'b1) begin
        sign  <= 1'b1;
        data1 <= ~org_data[10:0] + 1'b1;
    end
end
always @(posedge clk_1us or negedge rst_n) begin
    if(!rst_n)
        temp_data <= 16'b0;
    else
        temp_data <={sign,sign,sign,sign,sign,data1};
end
endmodule
File: run.sh
#!/bin/bash
# OpenROAD 26Q1-2900-gdf79404cd8, Yosys 0.63+post, stock flow scripts
make -C /OpenROAD-flow-scripts/flow DESIGN_CONFIG=/design/flow/config.mk WORK_HOME=/design/flow/orfs finish
File: config.mk
export PLATFORM = sky130hd
export DESIGN_NAME = ds18b20_dri
export DESIGN_NICKNAME = ds18b20_dri
export VERILOG_FILES = /design/flow/design.v
export SDC_FILE = /design/flow/constraint.sdc
export NUM_CORES = 4
export LEC_CHECK = 1
export CORE_UTILIZATION = 50
File: constraint.sdc
current_design ds18b20_dri

set clk_period 3.6
set clk_io_pct 0.2

create_clock -name clk0 -period $clk_period [get_ports {clk}]

set non_clock_inputs [all_inputs -no_clocks]
set_input_delay [expr $clk_period * $clk_io_pct] -clock clk0 $non_clock_inputs
set_output_delay [expr $clk_period * $clk_io_pct] -clock clk0 [all_outputs]
==> flow_summary.json <==
{
  "synthTopCellsByArea": "dfrtp_1 (44%), edfxtp_1 (8.7%), ha_1 (3.4%)",
  "post_cts_buffers": 0,
  "flop_cell": "dfrtp_1",
  "top_area_share_pct": 44.5,
  "lastStage": "4_1_cts",
  "largest_area_cell": "dfrtp_1",
  "syn_inst": 463,
  "untimed_endpoints": 136,
  "synth_area_mm2": 0.00518,
  "synth_seq_share_pct": 54.2,
  "yosysMostFrequentCell": "dfrtp_1",
  "dpl.hpwl_um": 6230,
  "place_area_mm2": 0.00544,
  "synth-async-reset-ratio_pct": 86.2,
  "yosysUniqueCellTypes": 60,
  "htree_levels": 1,
  "avgSynthCellArea_um2": 11.2,
  "unclocked_pins": 103,
  "edf_count": 15,
  "gp_congestion": 0.869,
  "die_height_um": 104,
  "ys_cells": 463,
  "cts_root_buf": "clkbuf_8",
  "cts-resized-gates": 0,
  "cts_hold_buf": 0,
  "tool.error": "[error] [KeplerFormal.cpp:679] Workflow failed: Iso has multiple drivers: .dq0, dq$_DFFE_PN0P_.Q0",
  "ios": 20,
  "yosys_area_mm2": 0.00518,
  "die-width_um": 104,
  "status": "did not finish",
  "cts_buffers": 3,
  "initCoreUtil_pct": 52.2,
  "yosys_warnings": 8,
  "common_cells": "dfrtp_1 (92), nand2_1 (37), nor2_1 (23)",
  "clk_path_buf_depth": 2,
  "ys_ff": 109,
  "floorplan.rows": 36,
  "portBuffers": 18
}
[cells by family after synthesis]
logic type,count (synthesis),share of synthesized area [%]
AOI/OAI and AO/OA,76,10.3
xor gates and xnor gates,28,4.74
adders and majority gates,14,3.38
buffers and inverters,42,3.65
DFF,109,54.2
muxes,26,6.23
and+or+nand+nor,168,17.5
[per-stage QoR]
| stage | std cells | setup WS (ns) | hold WS [ns] |
|---|---|---|---|
| after floorplan | 463 | 1.80 | 0.424 |
| after global placement | 597 | 2.47 | 0.443 |
| after detailed placement | 597 | 2.48 | 0.464 |
